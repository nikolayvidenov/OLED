==> /design/flow/design.v <==
module i2c (
	enable,
	clock,
	command,
	next,
	ack,
	sda,
	scl,
	trouble
);  
input clock ;
input enable;
input ack;
input [7:0] command;
wire clock ;
wire enable;
wire ack;
wire [7:0] command;
wire [8:0] word;
assign word = (command << 1);
output next;
output sda;
output scl;
output trouble;
reg next;
reg sda;
reg scl;
reg fin;
reg trouble;
reg start;
reg send_data ;
reg [3:0] index ;
reg [1:0] phase ;
reg [1:0] phase2 ;
initial begin
	scl = 1;
	sda = 1;
	next = 0;
	fin = 0;
	start = 0;
	send_data = 0;
	phase = 0;
	phase2 = 0;
	index = 0;
	trouble = 0;
end
reg dummy = 0;
always @(posedge clock) begin
	if (enable == 1 && dummy ==0) begin
		start = 1;
		next = 0;
		dummy = 1;
	end else if (start ==1) begin
		if (phase2 == 2'b00) begin
			sda = 1;
			scl = 1;
			phase2 = phase2 + 1;
		end else if (phase2 == 2'b01) begin
			sda = 0;
			phase2 = phase2 + 1;
		end else if (phase2 == 2'b10) begin
			scl = 0;
			phase2 = phase2 + 1;
		end else if (phase2 == 2'b11) begin
			start = 0;
			send_data = 1;
			phase2 = phase2 + 1;
		end
	end else if (send_data == 1) begin
		if (phase == 2'b00) begin
			scl = 0;
			phase = phase + 1;
		end else if (phase == 2'b01) begin
			sda = word[8-index];
			phase = phase + 1;
			index = index + 1;
		end else if (phase == 2'b10) begin
			scl = 1;
			phase = phase + 1;
		end else if (phase == 2'b11) begin
			scl = 0;
			phase = phase + 1;
			if (index == 4'b1001) begin
				next = 1;
				index = 0;
				send_data = 0;
			end
		end
	end else if (ack == 1) begin
		send_data = 1;
		next = 0;
	end else if (fin == 1) begin
		if (phase == 2'b00) begin
			sda = 0;
			scl = 0;
			phase = phase + 1;
		end else if (phase == 2'b01) begin
			scl = 1;
			phase = phase + 1;
		end else if (phase == 2'b10) begin
			sda = 1;
			phase = phase + 1;
		end else if (phase == 2'b11) begin
			phase = 0;
			fin = 0;
			dummy = 0;
		end
	end else if (enable == 0 && dummy == 1) begin
		fin = 1;
	end
end
endmodule  
module top (
    input CLK,     
    output PIN_24,   
    output PIN_23,  
    output PIN_22,  
    output PIN_21,  
    output USBPU   
);
	assign USBPU = 0;
    assign PIN_24 = clock;   
    assign PIN_23 = scl;  
    assign PIN_22 = sda;  
    assign PIN_21 = tr;  
	wire clock;
	reg [25:0] clock_count;
	always @(posedge CLK) begin
		clock_count = clock_count + 1;
	end
	assign clock = clock_count[24];
	reg [7:0] command;
	reg enable = 0;
	reg ack;
	reg [7:0] com_list [7:0];
	reg [3:0] comNum;
	wire sda;
	wire scl;
	wire next;
	wire tr;
	initial begin
		com_list[0] <= 8'haa;
		com_list[1] <= 8'h11;
		com_list[2] <= 8'h22;
		ack <= 0;
		comNum <= 2;
		command = 8'h3D;
	end
	reg [2:0] delay = 0;
	reg dummy_enable = 0;
	reg dummy_ack = 0;
	always @(posedge clock) begin
		if (delay < 2'b01) begin
			delay = delay + 1;
		end else if (delay == 2'b01) begin
			delay = delay + 1;
			enable = 1;
		end
		if (next == 1 && dummy_enable == 0) begin
			if (comNum == 0) begin
				enable = 0;
			end else begin
				command = com_list[comNum];
				comNum = comNum - 1;
				ack = 1;
			end
			dummy_enable = 1;
		end else if (next == 0 && dummy_enable == 1) begin
			ack = 0;
			dummy_enable = 0;
		end
	end
	i2c U_i2c (
	.enable (enable),
	.clock (clock),
	.command (command),
	.ack (ack),
	.next (next),
	.sda (sda),
	.scl (scl),
	.trouble (tr)
	);
endmodule
==> /design/flow/run.sh <==
#!/bin/bash
# OpenROAD 26Q1-2900-gdf79404cd8, Yosys 0.63+post, stock flow scripts
make -C /OpenROAD-flow-scripts/flow DESIGN_CONFIG=/design/flow/config.mk WORK_HOME=/design/flow/orfs finish
==> /design/flow/config.mk <==
export PLATFORM = sky130hd
export DESIGN_NAME = top
export DESIGN_NICKNAME = top
export VERILOG_FILES = /design/flow/design.v
export SDC_FILE = /design/flow/constraint.sdc
export NUM_CORES = 4
export LEC_CHECK = 1
export CORE_UTILIZATION = 30
==> /design/flow/constraint.sdc <==
current_design top

set clk_period 3.6
set clk_io_pct 0.2

create_clock -name clk0 -period $clk_period [get_ports {CLK}]

set non_clock_inputs [all_inputs -no_clocks]
set_input_delay [expr $clk_period * $clk_io_pct] -clock clk0 $non_clock_inputs
set_output_delay [expr $clk_period * $clk_io_pct] -clock clk0 [all_outputs]
==> GITHUB_STEP_SUMMARY <==
### Metrics collected by this job

| Metric | Value |
|---|---|
| Post_cts resized | 0 |
| Synth Area in Simple Gates | 0.192 |
| Max-Cap Viols | 0 |
| Die x size | slightly below 100 µm |
| Worst Tran Pin Value | ~800 ps |
| Initial antenna violation count | 0 |
| Reg2reg start | clock_count[0] |
| Hold Buf Count CTS | 0 |
| Setup CP Type | reg2out |
| Share of cells above drive strength 1 | 0.0508 |
| Power Density | approximately 150 nW/µm² |
| Synth flops | around 56 |
| LEAKAGE | 1.11 nW |
| R2R cell count | 5 |
| Post-synth ARST share | 0 |
| Largest net degree at the start of global routing | 33 |
| Unique masters post-synth | roughly 43 |
| Vias per inst | between 4 and 5 |
| Critical Path Sink | PIN_24 |
| Chip Area, Yosys | between 2000 and 3000 µm² |
| IO Count | 6 |
| WL per Instance | about 11 µm |
| Fp util | 0.312 |
| Critical path origin | clock_count[24] |
| Worst reg2reg setup slack | 2100 ps |
| DP HPWL | between 2000 and 3000 µm |
| Mux area share | 0.0155 |
| Highest cell delay on the worst timing path | roughly 450 ps |
| Crit path buf inv count | 1 |
| Clock-pin slew of the registers on the worst-case setup and hold paths | about 90 ps |
| Number of enable flip-flop cells | 26 |
| Fillers | 894 |
| N_diodes | 0 |
| Cell Chain, Critical Path | clkdlybuf4s50_1 |
| Total gr overflow | 0 |
| Fin. Hold Viols | 0 |
| Final ANT Viol Nets | 0 |
| RSZ-0062 raised after global routing | false |
| Largest area contributor in the synthesized netlist | edfxtp_1 |
| Synth Cell Area | approximately 2700 µm² |
| Chip height | ~98 µm |
| F_max | 563 MHz |
| Crit path max fanout | 2 |
| Register pins left without a clock | 31 |
| Most numerous cell in the Yosys netlist | dfxtp_1 |
| Critical path depth | 1 |
| Cells after Synth | around 260 |
| Post-route setup TNS | 0 ps |
| OpenROAD warnings | 37 |
| Layout Skew | just over 1 ps |
| Area growth syn-to-layout | 6.86% |
| DRT Pass-1 Iters | 4 |
| Final setup vio count | 0 |
| Final max-slew violation count | 0 |
| Synth Warn # | 2 |
| XOR Share, Synth | 0.0928 |
| Tot GR Track Use | 0.0879 |
| Main logic family after synthesis | simple AND/OR/NAND/NOR gates |
| Die area | about 9500 µm² |
| DRT Wirelength | a little under 4000 µm |
| Latency at later pin | between 200 and 300 ps |
| Placed insts | roughly 360 |
| Fin crit share | 0.493 |
| Root Buffer | clkbuf_8 |
| CTS HTree Levels | 1 |
| Yosys cell count | 256 |
| Adder Share, Synth | 0.0823 |
| Normalized max-slew margin | 0.464 |
| Endpoints left unconstrained | around 58 |
| Crit path time final | 1780 ps |
| Final Non-Filler Cells | ~360 |
| Post-CTS setup buffer count | 0 |
| Post-synth top area share | 0.285 |
| Worst r2r dst | clock_count[24] |
| Max VDD drop | around 180 µV |
| Startpoint types | flop |
| Syn Area/Cell | 10.7 µm² |
| Crit-path slowest cell | clkdlybuf4s50_1 |
| # port buffers | 3 |
| Top cells by area | edfxtp_1 29%, dfxtp_1 22%, ha_1 8.2% |
| Placeable core area | 8760 µm² |
| Outcome | complete, no violations |
| First-pass GRT wire length | between 6000 and 7000 µm |
| Data required time of the worst path | around 2900 ps |
| Tot Pwr | between 0.4 and 0.5 mW |
| GP Congestion | between 0.7 and 0.8 |
| Commonest cells post-synth | 30 x dfxtp_1, 26 x edfxtp_1, 20 x inv_1, 20 x nor2_1, 19 x xnor2_1 |
| Top FF cell, synth | dfxtp_1 |
| CP arrival | around 1100 ps |
| CP Capture Type | output port |
| DR DRC count | 0 |
| Num CTS Buffers | 3 |
| CTS tree | built |
| Hold WC Path Type | reg2reg |
| Compound-gate portion of the synthesized area | 0.0654 |
| Top delay family on crit path | buffers and inverters |
| Seq/Total Area, Yosys | 0.505 |
| Via count | roughly 1600 |
| # rows | 34 |
| Clk buf depth | 2 |
| Vias in the first global route | between 1500 and 2000 |
| Iteration-0 DRC Markers | ~48 |
[cells by family after synthesis]
logic type | count (synthesis)
XOR/XNOR | 29
other | 1
adder cells (fa/ha/maj) | 18
multiplexers | 4
AND/OR/NAND/NOR | 89
AND-OR/OR-AND | 28
flip-flops | 56
buffers and inverters | 31
[registers in the layout, indices dropped and copies added (netlist names)]
name,count
command,6
U_i2c.next,1
U_i2c.dummy,1
comNum,4
dummy_enable,1
U_i2c.sda,1
U_i2c.send_data,1
U_i2c.phase,2
clock_count,25
U_i2c.start,1
delay,3
enable,1
ack,1
U_i2c.index,4
U_i2c.fin,1
U_i2c.scl,1
U_i2c.phase2,2
[layout make-up]
class                           count  area [µm²]  share of cell area
Timing Repair Buffer                5        45.0              0.0154
Sequential cell                    56        1380               0.472
Clock buffer                        3        41.3              0.0141
Clock inverter                      1        8.76             0.00300
Inverter                           20        75.1              0.0257
Multi-Input combinational cell    171        1240               0.423
Tap cell                          108         135              0.0462
[layer usage]
metal,share of wire,track usage,vias up
met5,0,0,-
met2,0.44,0.143,8
li1,-,-,888
met4,0.0049,0.00339,0
met1,0.54,0.135,747
met3,0.018,0.0132,2
[metrics by stage]
step / hold slack (ps) / setup WS [ps] / util / area [µm²]
floorplan: 391 / 2220 / - / 2740
global placement: 402 / 2120 / 0.328 / 2870
detailed placement: 408 / 2110 / 0.328 / 2870
CTS: 433 / 1810 / 0.334 / 2920
global route: 452 / 1770 / 0.334 / 2920
finish: 431 / 1820 / 0.334 / 2920
[worst min path at each step]
stage               from        endpoint  cells after the start
5_1_grt   clock_count[0]  clock_count[0]                      1
6_report  clock_count[0]  clock_count[0]                      1
4_1_cts   clock_count[0]  clock_count[0]                      1
[power by group]
group	internal [mW]	switching, mW
Combinational	0	0.000135
Sequential	0.276	0
Clock	0.0810	0.0939
Total	0.357	0.0940
[cell usage in the layout (no fill, tap or decap), drive strengths merged, types with 3 or more instances in the layout]
| cell type | netlist | layout |
|---|---|---|
| ha | 18 | 18 |
| xnor2 | 19 | 19 |
| conb | 1 | 3 |
| xor2 | 10 | 10 |
| nor2b | 4 | 4 |
| dfxtp | 30 | 30 |
| clkbuf | 8 | 3 |
| nor2 | 20 | 20 |
| o21ai | 8 | 8 |
| nor3 | 6 | 6 |
| nor4 | 5 | 5 |
| nor3b | 3 | 3 |
| inv | 20 | 21 |
| nand4 | 10 | 10 |
| nand3 | 9 | 9 |
| nand2 | 14 | 14 |
| a21oi | 6 | 6 |
| edfxtp | 26 | 26 |
| clkdlybuf4s50 | 0 | 3 |
| and3 | 6 | 6 |
| and2 | 4 | 4 |
Power is estimated from default activity; no workload was simulated.
